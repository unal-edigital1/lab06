==> design/flow/config.mk <==
export PLATFORM = sky130hd
export DESIGN_NAME = VGA_Driver640x480
export DESIGN_NICKNAME = VGA_Driver640x480
export VERILOG_FILES = /design/flow/design.v
export SDC_FILE = /design/flow/constraint.sdc
export NUM_CORES = 4
export LEC_CHECK = 1
export CORE_AREA = 10 10 81 81
export DIE_AREA = 0 0 91 91
==> design/flow/constraint.sdc <==
current_design VGA_Driver640x480

set clk_period 2.0
set clk_io_pct 0.2

create_clock -name clk0 -period $clk_period [get_ports {clk}]

set non_clock_inputs [all_inputs -no_clocks]
set_input_delay [expr $clk_period * $clk_io_pct] -clock clk0 $non_clock_inputs
set_output_delay [expr $clk_period * $clk_io_pct] -clock clk0 [all_outputs]
==> design/flow/design.v <==
module VGA_Driver640x480 (
	input rst,
	input clk, 				 
	input  [11:0] pixelIn, 	 
	output  [11:0] pixelOut,  
	output  Hsync_n,		 
	output  Vsync_n,		 
	output  [9:0] posX, 	 
	output  [8:0] posY 		 
);
localparam SCREEN_X = 640; 	 
localparam FRONT_PORCH_X =16;  
localparam SYNC_PULSE_X = 96;
localparam BACK_PORCH_X = 48;
localparam TOTAL_SCREEN_X = SCREEN_X+FRONT_PORCH_X+SYNC_PULSE_X+BACK_PORCH_X; 	 
localparam SCREEN_Y = 480; 	 
localparam FRONT_PORCH_Y =10;  
localparam SYNC_PULSE_Y = 2;
localparam BACK_PORCH_Y = 33;
localparam TOTAL_SCREEN_Y = SCREEN_Y+FRONT_PORCH_Y+SYNC_PULSE_Y+BACK_PORCH_Y; 	 
reg  [9:0] countX;
reg  [8:0] countY;
assign posX    = countX;
assign posY    = countY;
assign pixelOut = (countX<SCREEN_X) ? (pixelIn ) : (12'b000000000000) ;
assign Hsync_n = ~((countX>=SCREEN_X+FRONT_PORCH_X) && (countX<SCREEN_X+SYNC_PULSE_X+FRONT_PORCH_X)); 
assign Vsync_n = ~((countY>=SCREEN_Y+FRONT_PORCH_Y) && (countY<SCREEN_Y+FRONT_PORCH_Y+SYNC_PULSE_Y));
always @(posedge clk) begin
	if (rst) begin
		countX <= TOTAL_SCREEN_X- 10;  
		countY <= TOTAL_SCREEN_Y-4; 
	end
	else begin 
		if (countX >= (TOTAL_SCREEN_X)) begin
			countX <= 0;
			if (countY >= (TOTAL_SCREEN_Y)) begin
				countY <= 0;
			end 
			else begin
				countY <= countY + 1;
			end
		end 
		else begin
			countX <= countX + 1;
			countY <= countY;
		end
	end
end
endmodule
==> design/flow/run.sh <==
#!/bin/bash
# OpenROAD 26Q1-2900-gdf79404cd8, Yosys 0.63+post, stock flow scripts
make -C /OpenROAD-flow-scripts/flow DESIGN_CONFIG=/design/flow/config.mk WORK_HOME=/design/flow/orfs finish
==> qor.log <==
qor: timing.final.min_clock_period 1.885 ns
qor: logic_synthesis.yosys_warnings 1
qor: critical_path.cp-startpoint countX[7]$_SDFF_PP0_
qor: grt.globalRouteTotalUtil 0.07049
qor: clocking.h-tree-depth 1
qor: timing.max_slew.worst_pin.slew 0.5687 ns
qor: cells_and_area.final_layout_size_suffix_gt1_frac 0.1404
qor: critical_path.worst-setup-path-type flop to primary output
qor: logic_synthesis.yosys.stat.seqShare 0.3506
qor: logic_synthesis.top_logic_kind simple AND/OR/NAND/NOR gates
qor: logic_synthesis.simple_gate_share 0.3137
qor: clocking.ctsLongestPathBuffers 2
qor: power.ir_worst_vdd 0.0002662 V
qor: logic_synthesis.async_flop_share 0
qor: timing.max_slew_margin 0.6200
qor: clocking.clkSlewWorstSetupHoldPaths 0.07 ns
qor: timing.setup_viol 0
qor: logic_synthesis.synth_cell_type_count 34
qor: power.totalPowerFinal 0.9690 mW
qor: floorplan.fp.coreArea 4817 um2
qor: place.routability_congestion_estimate 0.7698
qor: logic_synthesis.ys_chip_area 1085 um2
qor: clocking.cts_sinks 19
qor: clocking.numCtsBuffers 3
qor: grt.grt_pass1_wl 5064 um
qor: power.power_per_cell_area 572.4 nW/um2
qor: cells_and_area.most-common-layout-cells clkdlybuf4s50_1, dfxtp_1, and2_1
qor: power.power.leakage 0.5910 nW
qor: routing.antenna_violating_nets_post_route 0
qor: routing.drt-pass1-iter-count 4
qor: routing.antenna_cells_inserted 0
qor: floorplan.ios 47
qor: logic_synthesis.synth_flop_count 19
qor: critical_path.endpoint_kind primary output
qor: floorplan.chipWidth 91 um
qor: status.status finished, final reports clean
qor: cells_and_area.mostFrequentLayoutCell clkdlybuf4s50_1
qor: cells_and_area.synthToLayoutAreaGrowth 56.06%
qor: job.drv_cap 0
qor: critical_path.setup.worst_path.start_class flop
qor: timing.final_hold_viol_count 0
qor: timing.rsz0062_at_grt yes
qor: critical_path.arrival 1.48 ns
qor: clocking.cts.repair_timing.setup_buffer_count 0
qor: clocking.clock_insertion_delay_worst_skew 0.25 ns
qor: routing.detail_route.wl_per_cell 11.93 um
qor: logic_synthesis.synth_stat.cells 129
qor: critical_path.critical-path-top-delay-family buffers and inverters
qor: min_path.holdCritStartpoint countY[7]$_SDFFE_PP0P_
qor: logic_synthesis.synthAoiAreaFrac 0.1845
qor: timing.fmax 0.5305 GHz
qor: clocking.tritoncts built
qor: timing.period_used_share 0.9425
qor: routing.detailedRoute.firstIterationViolations 57
qor: logic_synthesis.syn_inst 129
qor: power.pwr-share-comb 0.263
qor: logic_synthesis.postSynth.topFlopCell dfxtp_1
qor: logic_synthesis.synth.cell_area 1085 um2
qor: critical_path.worst_r2r_startpoint countX[5]$_SDFF_PP0_
qor: job.tool_warning_count 29
qor: critical_path.critical-path-slowest-cell clkdlybuf4s50_1
qor: logic_synthesis.ys_sh_xor 0.02422
qor: logic_synthesis.synth-edff-count 0
qor: floorplan.dieHeight 91 um
qor: logic_synthesis.synth.avg_cell_area 8.409 um2
qor: min_path.hold_class flop to flop
qor: power.p_switching 0.2546 mW
qor: critical_path.critical_path_peak_fanout 12
qor: floorplan.design.die.area 8281 um2
qor: place.portBuffers 46
qor: routing.drc_errors 0
qor: clocking.cts_root_buffer_type clkbuf_8
qor: timing.setup_tns 0 ns
qor: place.hpwl 2326 um
qor: place.dpl_worst_slack 0.1601 ns
qor: logic_synthesis.synth.mux.area_fraction 0.01038
qor: grt.grt_antenna_before_repair 0
qor: cells_and_area.final_util 0.3514
qor: power.swShare 0.2628
qor: power.share_seq_of_total_power 0.460
qor: routing.postRouteWirelength 2924 um
qor: critical_path.crit_path_max_incr_delay 0.46 ns
qor: routing.via_count 1,078
qor: grt.grt_start_max_net_pins 15
qor: critical_path.timing.critical_path.cells o21ai_0 -> buf_4 -> and2_1 -> clkdlybuf4s50_1
qor: floorplan.initial_core_util 0.2252
qor: routing.post_drt_via_cell_ratio 4.400
qor: critical_path.critPathRequiredTime 1.60 ns
qor: power.cellInternalPower 0.7143 mW
qor: power.clkPwrFrac 0.277
qor: grt.grt.overflow.total 0
qor: floorplan.row_count 25
qor: timing.worst_slack 0.1151 ns
qor: timing.timing.clock.skew 0.005387 ns
qor: grt.via_count_of_the_first_global_routing_pass 1,022
qor: critical_path.worstPathBufferInverterCount 2
qor: timing.drv_slew 0
qor: logic_synthesis.adder_share 0.04614
## power by group through the flow
stage	clock, mW	combinational, mW	sequential [mW]
4_1_cts	0.280	0.260	0.445
5_1_grt	0.289	0.289	0.454
6_report	0.268	0.255	0.446
## tightest hold or removal path, stage by stage, from the launching register on
cell,delay [ns]
dfxtp_1,0.33
o31ai_1,0.07
a21oi_1,0.06
## cell usage after synthesis, types with 2 or more instances
| cell type | number | area, um2 |
|---|---|---|
| o31ai_1 | 4 | 30.03 |
| o311a_1 | 2 | 20.02 |
| nor2_1 | 7 | 26.28 |
| o21ai_0 | 8 | 40.04 |
| inv_1 | 6 | 22.52 |
| buf_2 | 3 | 15.01 |
| a21o_2 | 3 | 26.28 |
| or4_1 | 4 | 30.03 |
| or3_2 | 2 | 15.01 |
| nor4_1 | 2 | 12.51 |
| nand2_1 | 6 | 22.52 |
| buf_6 | 2 | 22.52 |
| and2_1 | 12 | 75.07 |
| nand3_1 | 9 | 45.04 |
| nor3_1 | 4 | 20.02 |
| clkbuf_1 | 3 | 11.26 |
| ha_1 | 4 | 50.05 |
| dfxtp_1 | 19 | 380.4 |
| nand4_1 | 4 | 25.02 |
| or3_1 | 3 | 18.77 |
| xor2_1 | 2 | 17.52 |
| a21oi_1 | 8 | 40.04 |
## cell type report
cell class              count  area [um2]
fillers                   521        3124
multi-input cells          95       638.1
repair buffers             54       520.5
flip-flops and latches     19       382.9
well taps                  67       83.83
clock buffers               4       45.04
inverters                   6       22.52
## metrics by stage
step,cell area [um2],hold WS [ns],instances
final,1693,0.4984,245
after global routing,1693,0.5374,245
after CTS,1682,0.5044,245
after detailed placement,1635,0.4902,241
after global placement,1635,0.4777,241
after floorplan,1085,0.4412,129
## sequential cells by signal, indices dropped and copies added (netlist names)
register / cells
countX: 10
countY: 9
## cells by family (layout without fill, tap and decap cells)
| family | count (synthesis) | in the layout |
|---|---|---|
| fa+ha+maj | 4 | 4 |
| compound gates | 28 | 28 |
| xor+xnor | 3 | 3 |
| flops | 19 | 19 |
| simple gates | 59 | 59 |
| mux | 1 | 1 |
| buf+inv | 15 | 64 |
## final timing paths
path | end | slack, ns | cells past startpoint
worst max register to register | countX[6]$_SDFF_PP0_ | 0.26 | 4
worst min-delay path | countY[7]$_SDFFE_PP0P_ | 0.50 | 2
worst max-delay path | pixelOut[1] | 0.12 | 4
worst min register to register | countY[7]$_SDFFE_PP0P_ | 0.50 | 2
## metal layers
metal,track usage,vias up,part of all wire
met5,0,-,0
met4,0.007833,0,0.0068
met3,0.02158,2,0.071
met2,0.1134,31,0.42
met1,0.09427,486,0.50
li1,-,559,-
## timing repair
action                     4_1_cts  5_1_grt
resized                          1        4
setup endpoints to repair        1        4
cloned                           0        0
hold buffers                     0        0
No activity file was given, so power comes from the tool's default toggle rates.
